==> ./design.v <==
module PreWatch(seg0,seg1,seg2,seg3,seg4,seg5,options,mclk);
input mclk;
input [9:0] options;
output [6:0] seg0,seg1,seg2,seg3,seg4,seg5;
logic secondEnable,secondFinished,minuteFinished,minuteEnable,hourEnable,nothing;
logic [5:0] seconds,minutes;
logic [4:0] hours;
assign minuteEnable = secondFinished & secondEnable;
assign hourEnable = minuteFinished & minuteEnable;
cont_1s_RCO mclkConverter(.mclk,.reset(options[9]),.RCO(secondEnable));
counter_simpleSeconds #(.WIDTH(6),.TIMENUMBER(60))
secondWatch(.Enable(secondEnable),.Clk(mclk),.Clr(options[9]),.Q(seconds),.RCO(secondFinished),.load(options[8]),.mode(options[7:6]),.value(options[5:0]));
SEVENSEGDIS secondsDis(.times(seconds),.leftDis(seg1),.rightDis(seg0));
counter_simpleMinutes #(.WIDTH(6),.TIMENUMBER(60))
minuteWatch(.Enable(minuteEnable),.Clk(mclk),.Clr(options[9]),.Q(minutes),.RCO(minuteFinished),.load(options[8]),.mode(options[7:6]),.value(options[5:0]));
SEVENSEGDIS minutesDis(.times(minutes),.leftDis(seg3),.rightDis(seg2));
counter_simpleHours #(.WIDTH(5),.TIMENUMBER(24))
hourWatch(.Enable(hourEnable),.Clk(mclk),.Clr(options[9]),.Q(hours),.RCO(nothing),.load(options[8]),.mode(options[7:6]),.value(options[5:0]));
SEVENSEGDISHOUR hourDis(.times(hours),.leftDis(seg5),.rightDis(seg4));
endmodule 
module SEVENSEGDIS(leftDis,rightDis,times);
input [5:0] times;
output [6:0] leftDis,rightDis;
logic [6:0] leftDis,rightDis;
always_comb 
begin
	case(times)		 
	6'b000000 : rightDis = 7'b1000000;  
	6'b000001 : rightDis = 7'b1111001;  
	6'b000010 : rightDis = 7'b0100100;  
	6'b000011 : rightDis = 7'b0110000;  
	6'b000100 : rightDis = 7'b0011001;  
	6'b000101 : rightDis = 7'b0010010;  
	6'b000110 : rightDis = 7'b0000010;  
	6'b000111 : rightDis = 7'b1111000;  
	6'b001000 : rightDis = 7'b0000000;  
	6'b001001 : rightDis = 7'b0010000;  
	6'b001010 : rightDis = 7'b1000000;  
	6'b001011 : rightDis = 7'b1111001;  
	6'b001100 : rightDis = 7'b0100100;  
	6'b001101 : rightDis = 7'b0110000;  
	6'b001110 : rightDis = 7'b0011001;  
	6'b001111 : rightDis = 7'b0010010;  
	6'b010000 : rightDis = 7'b0000010;  
	6'b010001 : rightDis = 7'b1111000;  
	6'b010010 : rightDis = 7'b0000000;  
	6'b010011 : rightDis = 7'b0010000;  
	6'b010100 : rightDis = 7'b1000000;  
	6'b010101 : rightDis = 7'b1111001;  
	6'b010110 : rightDis = 7'b0100100;  
	6'b010111 : rightDis = 7'b0110000;  
	6'b011000 : rightDis = 7'b0011001;  
	6'b011001 : rightDis = 7'b0010010;  
	6'b011010 : rightDis = 7'b0000010;  
	6'b011011 : rightDis = 7'b1111000;  
	6'b011100 : rightDis = 7'b0000000;  
	6'b011101 : rightDis = 7'b0010000;  
	6'b011110 : rightDis = 7'b1000000;  
	6'b011111 : rightDis = 7'b1111001;  
	6'b100000 : rightDis = 7'b0100100;  
	6'b100001 : rightDis = 7'b0110000;  
	6'b100010 : rightDis = 7'b0011001;  
	6'b100011 : rightDis = 7'b0010010;  
	6'b100100 : rightDis = 7'b0000010;  
	6'b100101 : rightDis = 7'b1111000;  
	6'b100110 : rightDis = 7'b0000000;  
	6'b100111 : rightDis = 7'b0010000;  
	6'b101000 : rightDis = 7'b1000000;  
	6'b101001 : rightDis = 7'b1111001;  
	6'b101010 : rightDis = 7'b0100100;  
	6'b101011 : rightDis = 7'b0110000;  
	6'b101100 : rightDis = 7'b0011001;  
	6'b101101 : rightDis = 7'b0010010;  
	6'b101110 : rightDis = 7'b0000010;  
	6'b101111 : rightDis = 7'b1111000;  
	6'b110000 : rightDis = 7'b0000000;  
	6'b110001 : rightDis = 7'b0010000;  
	6'b110010 : rightDis = 7'b1000000;  
	6'b110011 : rightDis = 7'b1111001;  
	6'b110100 : rightDis = 7'b0100100;  
	6'b110101 : rightDis = 7'b0110000;  
	6'b110110 : rightDis = 7'b0011001;  
	6'b110111 : rightDis = 7'b0010010;  
	6'b111000 : rightDis = 7'b0000010;  
	6'b111001 : rightDis = 7'b1111000;  
	6'b111010 : rightDis = 7'b0000000;  
	6'b111011 : rightDis = 7'b0010000;  
	default : rightDis = 7'b1111111;
endcase
end
always_comb 
begin
	case(times)		 
	6'b000000 : leftDis = 7'b1000000;  
	6'b000001 : leftDis = 7'b1000000;  
	6'b000010 : leftDis = 7'b1000000;  
	6'b000011 : leftDis = 7'b1000000;  
	6'b000100 : leftDis = 7'b1000000;  
	6'b000101 : leftDis = 7'b1000000;  
	6'b000110 : leftDis = 7'b1000000;  
	6'b000111 : leftDis = 7'b1000000;  
	6'b001000 : leftDis = 7'b1000000;  
	6'b001001 : leftDis = 7'b1000000;  
	6'b001010 : leftDis = 7'b1111001;  
	6'b001011 : leftDis = 7'b1111001;  
	6'b001100 : leftDis = 7'b1111001;  
	6'b001101 : leftDis = 7'b1111001;  
	6'b001110 : leftDis = 7'b1111001;  
	6'b001111 : leftDis = 7'b1111001;  
	6'b010000 : leftDis = 7'b1111001;  
	6'b010001 : leftDis = 7'b1111001;  
	6'b010010 : leftDis = 7'b1111001;  
	6'b010011 : leftDis = 7'b1111001;  
	6'b010100 : leftDis = 7'b0100100;  
	6'b010101 : leftDis = 7'b0100100;  
	6'b010110 : leftDis = 7'b0100100;  
	6'b010111 : leftDis = 7'b0100100;  
	6'b011000 : leftDis = 7'b0100100;  
	6'b011001 : leftDis = 7'b0100100;  
	6'b011010 : leftDis = 7'b0100100;  
	6'b011011 : leftDis = 7'b0100100;  
	6'b011100 : leftDis = 7'b0100100;  
	6'b011101 : leftDis = 7'b0100100;  
	6'b011110 : leftDis = 7'b0110000;  
	6'b011111 : leftDis = 7'b0110000;  
	6'b100000 : leftDis = 7'b0110000;  
	6'b100001 : leftDis = 7'b0110000;  
	6'b100010 : leftDis = 7'b0110000;  
	6'b100011 : leftDis = 7'b0110000;  
	6'b100100 : leftDis = 7'b0110000;  
	6'b100101 : leftDis = 7'b0110000;  
	6'b100110 : leftDis = 7'b0110000;  
	6'b100111 : leftDis = 7'b0110000;  
	6'b101000 : leftDis = 7'b0011001;  
	6'b101001 : leftDis = 7'b0011001;  
	6'b101010 : leftDis = 7'b0011001;  
	6'b101011 : leftDis = 7'b0011001;  
	6'b101100 : leftDis = 7'b0011001;  
	6'b101101 : leftDis = 7'b0011001;  
	6'b101110 : leftDis = 7'b0011001;  
	6'b101111 : leftDis = 7'b0011001;  
	6'b110000 : leftDis = 7'b0011001;  
	6'b110001 : leftDis = 7'b0011001;  
	6'b110010 : leftDis = 7'b0010010;  
	6'b110011 : leftDis = 7'b0010010;  
	6'b110100 : leftDis = 7'b0010010;  
	6'b110101 : leftDis = 7'b0010010;  
	6'b110110 : leftDis = 7'b0010010;  
	6'b110111 : leftDis = 7'b0010010;  
	6'b111000 : leftDis = 7'b0010010;  
	6'b111001 : leftDis = 7'b0010010;  
	6'b111010 : leftDis = 7'b0010010;  
	6'b111011 : leftDis = 7'b0010010;  
	default : leftDis = 7'b1111111;
endcase
end
endmodule 
module SEVENSEGDISHOUR(leftDis,rightDis,times);
input [4:0] times;
output [6:0] leftDis,rightDis;
logic [6:0] leftDis,rightDis;
always_comb
begin
	case(times)		 
	5'b00000 : rightDis = 7'b1000000;  
	5'b00001 : rightDis = 7'b1111001;  
	5'b00010 : rightDis = 7'b0100100;  
	5'b00011 : rightDis = 7'b0110000;  
	5'b00100 : rightDis = 7'b0011001;  
	5'b00101 : rightDis = 7'b0010010;  
	5'b00110 : rightDis = 7'b0000010;  
	5'b00111 : rightDis = 7'b1111000;  
	5'b01000 : rightDis = 7'b0000000;  
	5'b01001 : rightDis = 7'b0010000;  
	5'b01010 : rightDis = 7'b1000000;  
	5'b01011 : rightDis = 7'b1111001;  
	5'b01100 : rightDis = 7'b0100100;  
	5'b01101 : rightDis = 7'b0110000;  
	5'b01110 : rightDis = 7'b0011001;  
	5'b01111 : rightDis = 7'b0010010;  
	5'b10000 : rightDis = 7'b0000010;  
	5'b10001 : rightDis = 7'b1111000;  
	5'b10010 : rightDis = 7'b0000000;  
	5'b10011 : rightDis = 7'b0010000;  
	5'b10100 : rightDis = 7'b1000000;  
	5'b10101 : rightDis = 7'b1111001;  
	5'b10110 : rightDis = 7'b0100100;  
	5'b10111 : rightDis = 7'b0110000;  
	default : rightDis = 7'b1111111;
endcase
end
always_comb 
begin
	case(times)		 
	5'b00000 : leftDis = 7'b1000000;  
	5'b00001 : leftDis = 7'b1000000;  
	5'b00010 : leftDis = 7'b1000000;  
	5'b00011 : leftDis = 7'b1000000;  
	5'b00100 : leftDis = 7'b1000000;  
	5'b00101 : leftDis = 7'b1000000;  
	5'b00110 : leftDis = 7'b1000000;  
	5'b00111 : leftDis = 7'b1000000;  
	5'b01000 : leftDis = 7'b1000000;  
	5'b01001 : leftDis = 7'b1000000;  
	5'b01010 : leftDis = 7'b1111001;  
	5'b01011 : leftDis = 7'b1111001;  
	5'b01100 : leftDis = 7'b1111001;  
	5'b01101 : leftDis = 7'b1111001;  
	5'b01110 : leftDis = 7'b1111001;  
	5'b01111 : leftDis = 7'b1111001;  
	5'b10000 : leftDis = 7'b1111001;  
	5'b10001 : leftDis = 7'b1111001;  
	5'b10010 : leftDis = 7'b1111001;  
	5'b10011 : leftDis = 7'b1111001;  
	5'b10100 : leftDis = 7'b0100100;  
	5'b10101 : leftDis = 7'b0100100;  
	5'b10110 : leftDis = 7'b0100100;  
	5'b10111 : leftDis = 7'b0100100;  
	default : leftDis = 7'b1111111;
endcase
end
endmodule 
module WatchWrapper(
input 		          		MAX10_CLK1_50,
output		     [6:0]		HEX0,
output		     [6:0]		HEX1,
output		     [6:0]		HEX2,
output		     [6:0]		HEX3,
output		     [6:0]		HEX4,
output		     [6:0]		HEX5,
input 		     [9:0]		SW
);
PreWatch M1(.mclk(MAX10_CLK1_50), .options(SW), .seg0(HEX0), .seg1(HEX1), .seg2(HEX2), .seg3(HEX3), .seg4(HEX4), .seg5(HEX5));
endmodule 
module cont_1s_RCO
	(
		input mclk, reset,
		output RCO   
  	);
  localparam CUENTA= 50000000;  
  integer conteo;
  logic w1; 
  always_ff @(negedge reset, posedge mclk)
	begin
	   if (reset == 1'b0 ) conteo <= 0;
	   else
				if (conteo == CUENTA) conteo <=0;  
				else conteo <= conteo + 1;
		end
	assign RCO = (conteo == CUENTA) ? 1'b1 : 1'b0 ;  
	endmodule 
module counter_simpleHours
#(parameter WIDTH =8, TIMENUMBER = 20)
(
	Enable,
	Clk,
	Clr,
	Q,
	RCO,
	load,
	mode,
	value
);
	input Enable,load;
	input [1:0] mode;
	input [5:0] value;
	input Clk, Clr ;
	output reg [WIDTH-1:0] Q;
	output RCO;
  always@ (negedge Clr, posedge Clk)
	begin
	   if (Clr == 1'b0 ) Q <= 0;
			else if(load == 1'b1) begin
				if(mode == 3)
					Q<= value;
			end
			else if(Enable == 1'b1) begin
				if(Q + 1 >= TIMENUMBER)
						Q <= 0;
					else Q<= Q + 1;
			end
		end
	assign RCO = (Q + 1 == TIMENUMBER) ? 1'b1 : 1'b0 ;
endmodule
module counter_simpleMinutes
#(parameter WIDTH =8, TIMENUMBER = 20)
(
	Enable,
	Clk,
	Clr,
	Q,
	RCO,
	load,
	mode,
	value
);
	input Enable,load;
	input [1:0] mode;
	input [5:0] value;
	input Clk, Clr ;
	output reg [WIDTH-1:0] Q;
	output RCO;
  always@ (negedge Clr, posedge Clk)
	begin
	   if (Clr == 1'b0 ) Q <= 0;
			else if(load == 1'b1) begin
				if(mode == 2)
					Q<= value;
			end
			else if(Enable == 1'b1) begin
				if(Q + 1 >= TIMENUMBER)
						Q <= 0;
					else Q<= Q + 1;
			end
		end
	assign RCO = (Q + 1 == TIMENUMBER) ? 1'b1 : 1'b0 ;
endmodule
module counter_simpleSeconds
#(parameter WIDTH =8, TIMENUMBER = 20)
(
	Enable,
	Clk,
	Clr,
	Q,
	RCO,
	load,
	mode,
	value
);
	input Enable,load;
	input [1:0] mode;
	input [5:0] value;
	input Clk, Clr ;
	output reg [WIDTH-1:0] Q;
	output RCO;
  always@ (negedge Clr, posedge Clk)
	begin
	   if (Clr == 1'b0 ) Q <= 0;
			else if(load == 1'b1) begin
				if(mode == 1)
					Q<= value;
			end
			else if(Enable == 1'b1) begin
				if(Q + 1 >= TIMENUMBER)
						Q <= 0;
					else Q<= Q + 1;
			end
		end
	assign RCO = (Q + 1 == TIMENUMBER) ? 1'b1 : 1'b0 ;
endmodule	
==> ./run.sh <==
#!/bin/bash
# OpenROAD 26Q1-2900-gdf79404cd8, Yosys 0.63+post, stock flow scripts
make -C /OpenROAD-flow-scripts/flow DESIGN_CONFIG=/design/flow/config.mk WORK_HOME=/design/flow/orfs finish
==> ./config.mk <==
export PLATFORM = sky130hd
export DESIGN_NAME = WatchWrapper
export DESIGN_NICKNAME = WatchWrapper
export VERILOG_FILES = /design/flow/design.v
export SDC_FILE = /design/flow/constraint.sdc
export NUM_CORES = 4
export LEC_CHECK = 1
export CORE_UTILIZATION = 30
==> ./constraint.sdc <==
current_design WatchWrapper

set clk_period 4.7
set clk_io_pct 0.2

create_clock -name clk0 -period $clk_period [get_ports {MAX10_CLK1_50}]

set non_clock_inputs [all_inputs -no_clocks]
set_input_delay [expr $clk_period * $clk_io_pct] -clock clk0 $non_clock_inputs
set_output_delay [expr $clk_period * $clk_io_pct] -clock clk0 [all_outputs]
==> commit_impl_results.txt <==
Refresh implementation metrics

- The run finished with clean final reports.
- Wire length after detailed routing: 13.0 mm
- The cell area that synthesis handed to floorplanning was 0.00500 mm^2.
- Gates resized during post-CTS repair numbered 0.
- Per the layout report, the design carries 1,645 filler cells.
* Portion of total power attributed to sequential cells: 22.5%
- Per the detail_route report, routed wire per instance is 15.0 um.
* Crit path capture type: output pin
* Worst hold-check path type: flip-flop to flip-flop
- Floorplan Utilization: 31.1%
* Port Buf Inserts: 52
- Clock-pin transition on the worst setup and hold timing paths: 0.07 ns
- Sink count of the clock tree: 49
* Number of buffers added for setup after CTS: 0
- Overall track demand over capacity in global routing: 15.8%
* Cells after synthesis: 637
- For reference, the placement row count at floorplan is 46.
* Clock latency on the worst-skew pair: 0.28 ns
- For reference, the critical path is launched at M1.secondWatch.Q[2].
- In the routed design, unresolved DRC markers number 0.
- STA puts the critical path data required time at 3.76 ns.
* Overall overflow remaining after global route: 0
- After detailed routing, the number of vias per cell comes to 5.44.
- Post-synth EDFFs: 0
- Per the synth log, the flip-flop and latch total comes to 49.
- TritonCTS clock tree: done
- Number of maximum-capacitance constraint violations: 0
* Total CTS buffers: 5
* Main synth FF type: dfrtp_1
* CTS hold repair buffers: 0
* Min cycle time layout: 3.81 ns
- Pin count of the biggest net entering global routing: 50
- The endpoint identified for the worst register-to-register timing path is M1.hourWatch.Q[2].
* Synthesis-to-finish area growth: 15.0%
- Area of the synthesized netlist per yosys stat: 0.00500 mm^2
- Critical Setup Path Class: flip-flop to output pin
- The violation tally recorded at the end of detailed-routing iteration 0 is 338.
* Count of non-filler cells in the finished layout: 871
* Warning count from the yosys run: 6
* Total tool warning count: 45
- Final hold analysis gives a worst-case slack of 0.507 ns.
- CTS Buffer Depth: 2
* Tally of nets with antenna violations remaining after routing: 0
* Minimum setup slack after placement: 1.19 ns
* CP endpoint: HEX0[4]
- Slew at the pin with the worst max-slew slack: 0.805 ns
- Setup violations, final: 0
- Commonest cells after routing, fill and taps aside: nand2_1, nor2_1, clkdlybuf4s50_1, o21ai_0, dfrtp_1
* IR drop worst, VDD: 0.227 mV
* Critical path data arrival time: 2.87 ns
- For this design the total switching power over the nets is 1.44 mW.
* Antenna Cells: 0
* Area contributors post-synth: dfrtp_1, ha_1, nand2_1
- Clock power frac: 11.6%
- Final cycle utilization of the critical path: 81.2%
- Fraction of final layout cells with drive strength greater than 1: 6.41%
* FF-to-FF setup slack: 1.45 ns
- Internal Pwr Total: 1.80 mW
- The total area inside the core boundary comes to 0.0161 mm^2.
- Async set-or-reset flop fraction in the synthesized netlist: 100%
* Yosys Instances: 637
* Most frequent standard cell in the layout excluding fill and tap cells: nand2_1
- Max fanout on the critical path was recorded as 29.
- Global-route wire length before repair: 21.7 mm
- Drt pass-1 iters: 5
- Count of cells along the worst register-to-register path: 7
* Cell taking the most area after synthesis: dfrtp_1
- The average instance in the mapped netlist occupies 7.85 um^2.
- Setup repair after global routing missed its margin: no
* IO Count: 53
* Die footprint: 0.0172 mm^2
* Post-route cell area: 0.00575 mm^2
- Across all layers, the routed design uses 4,738 vias.
* Sequential share of the synthesized area: 24.5%
- Critical Path Start Type: flip-flop
- Summed over all failing endpoints, the final setup total negative slack is 0 ns.
- Cell variety after synth: 79
- Net Sw Frac: 44.4%
- Fraction of power consumed by combinational cells: 65.9%
- Vias in the first global route: 4,226
- Detailed placement ended at an HPWL of 9.29 mm.
- Dpl cell area: 0.00559 mm^2
- Design Power: 3.24 mW
- RR Startpoint: M1.secondWatch.Q[2]
- Leakage power total: 2.40 nW
- Slew HR: 46.3%
- In this run the biggest area consumer among cell types represents 24.5% of the synthesized area.
* Final Hold Vio Count: 0
* Inst Count DP: 863
* Worst clock skew: 0.00375 ns
- The tree is rooted in a clkbuf_16.
* Die height: 131 um
- The number of antenna violations at the first check in global routing is 0.
- Final count of pins violating max slew: 0
- Horizontal die size: 131 um
* Setup slack after layout: 0.886 ns
- Number of H-tree branching levels: 2
- Final design utilization: 35.8%
- Static timing analysis puts the maximum clock frequency at 262 MHz.
- For this design the ratio of total power to cell area is 564 mW/mm^2.
- Routability-driven placement finished with a final weighted congestion of 0.890.
==> cells by family (layout without fill, tap and decap cells) <==
kind of cell,after synthesis,after routing,synth area share [%]
buffers and inverters,74,92,6.86
and+or+nand+nor,241,241,24.9
adders and majority gates,27,27,6.76
muxes,26,26,5.68
DFF,49,49,24.5
AOI/OAI and AO/OA,190,190,26.0
xor gates and xnor gates,30,30,5.26
==> cell usage after synthesis (6+ instances only) <==
cell      count
nor4_1        6
nand2_1      69
and3_1        9
a211oi_1     13
dfrtp_1      49
nor2_1       52
inv_1        22
nor3_1       15
o211ai_1     10
a21boi_0      8
o21ai_0      50
ha_1         27
a21oi_1      33
xor2_1        7
nand3_1      29
mux2i_1      19
a221oi_1      6
a22o_1        6
clkbuf_1     32
o221ai_1      6
nand4_1       6
xnor2_1      23
a31oi_1       7
and2_1        9
==> power by group through the flow <==
stage         clock (mW)  sequential, mW  combinational, mW
CTS                0.388           0.725               2.14
global route       0.401           0.761               2.39
finish             0.377           0.729               2.13
==> critical path, stage by stage, from the launching register on <==
cell	delay (ns)
dfrtp_1	0.87
nor2b_1	0.49
nor2_1	0.13
a221oi_1	0.27
a21oi_1	0.06
o31ai_1	0.25
clkdlybuf4s50_1	0.52
==> worst min path at each step <==
stage                             end                        start  cells after the start  slack [ns]
4_1_cts   M1.mclkConverter.conteo[31]  M1.mclkConverter.conteo[31]                      1        0.50
5_1_grt   M1.mclkConverter.conteo[10]  M1.mclkConverter.conteo[10]                      1        0.53
6_report  M1.mclkConverter.conteo[31]  M1.mclkConverter.conteo[31]                      1        0.51
==> flip-flops by register name, indices dropped and copies added (netlist names) <==
register,flops
M1.hourWatch.Q,5
M1.secondWatch.Q,6
M1.mclkConverter.conteo,32
M1.minuteWatch.Q,6
==> final cells by class <==
type	count	area, um^2	share of cell area, %
sequential	49	1230	21.3
timing repair buffer	60	576	10.0
tap	216	270	4.70
multi-input combinational	514	3430	59.6
clock buffer	7	153	2.66
clock inverter	1	5.00	0.0871
inverter	24	90.1	1.57
==> layer usage <==
metal / wire (um) / vias to the layer above / track usage, % / share of wire (%)
met4: 121 / 0 / 2.03 / 0.93
met3: 355 / 10 / 1.45 / 2.7
met5: 0 / - / 0 / 0
met1: 6360 / 2255 / 24.6 / 49
li1: - / 2380 / - / -
met2: 6190 / 93 / 24.7 / 48
No activity file was given, so power comes from the tool's default toggle rates.
